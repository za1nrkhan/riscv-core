## design/flow/design.v

```verilog
package rv_pkg;
    typedef enum logic [3:0] {
        OP_AND = 4'h0,
        OP_OR  = 4'h1,
        OP_ADD = 4'h2,
        OP_SUB = 4'h6,
        OP_SLT = 4'h7,
        OP_NOR = 4'hC,
        OP_NOP = 4'hF
    } alu_operations_e;
endpackage
module counter (
    input               clk_i,
    input               rst_ni,
    input        [31:0] next_addr_i,
    output logic [31:0] addr_o
);
    always @(posedge clk_i) begin
        if ( !rst_ni ) begin
            addr_o <= 32'b0;
        end else begin
            addr_o <= next_addr_i;
        end 
    end
endmodule
module regfile (
    input clk_i,
    input rst_ni,
    input        [ 4:0] rs_addr_a_i,
    output logic [31:0] rs_data_a_o,
    input        [ 4:0] rs_addr_b_i,
    output logic [31:0] rs_data_b_o,
    input        [ 4:0] rd_addr_i,
    input        [31:0] rd_data_i,
    input               rd_we_i
);
    logic [31:0] reg_array [31:0];
    assign rs_data_a_o = reg_array[rs_addr_a_i];
    assign rs_data_b_o = reg_array[rs_addr_b_i];
    assign reg_array[0] = 32'h0;
    for (genvar i = 1; i < 32; i++) begin
        always_ff @(posedge clk_i) begin : regfile_reset
            if ( !rst_ni ) begin
                reg_array[i] <= 32'h0;
            end else if ( rd_we_i && ( rd_addr_i == 5'(i) ) ) begin
                reg_array[i] <= rd_data_i;
            end
        end
    end
endmodule
module rv_alu (
    input  rv_pkg::alu_operations_e alu_ctrl_i, 
    input        [31:0]             operand_a_i,
    input        [31:0]             operand_b_i,
    output logic [31:0]             result_o,
    output logic                    zero_o
);
    import rv_pkg::*;
    assign zero_o = (result_o == 32'b0);
    always @(alu_ctrl_i, operand_a_i, operand_b_i) begin
        case (alu_ctrl_i)
            OP_AND: result_o = operand_a_i & operand_b_i;
            OP_OR : result_o = operand_a_i | operand_b_i;
            OP_ADD: result_o = operand_a_i + operand_b_i;
            OP_SUB: result_o = operand_a_i - operand_b_i;
            OP_SLT: result_o = operand_a_i < operand_b_i ? 1:0;
            OP_NOR: result_o = ~(operand_a_i | operand_b_i);
            default: result_o = 0;
        endcase
    end
endmodule
module rv_ctrl (
    input        [6:0] opcode_i,
    output logic [1:0] alu_op_o,
    output logic       branch_o,
    output logic       alu_src_o,
    output logic       rd_we_o,
    output logic [1:0] alu_dst_o,
    output logic       data_we_o
);
    assign alu_op_o = {opcode_i[4], opcode_i[6]};
    assign branch_o = opcode_i[6];
    assign alu_src_o = ~(opcode_i[6] | (opcode_i[5] & opcode_i[4]));
    assign rd_we_o = (~opcode_i[6]) & ( ~( opcode_i[5] | opcode_i[2] ) | ( opcode_i[5] & opcode_i[4] ) );
    assign alu_dst_o = { opcode_i[2], ~ { opcode_i[6] | opcode_i[5] | opcode_i[4] | opcode_i[2] } };
    assign data_we_o = ( ~opcode_i[6] ) & opcode_i[5] & ( ~opcode_i[4] );
endmodule
module rv_decoder (
    input        [31:0] instr_i,
    output logic [ 4:0] rs_addr_a_o,
    output logic [ 4:0] rs_addr_b_o,
    output logic [ 4:0] rd_addr_o,
    output logic [31:0] rs_imm_b_o,
    output logic [31:0] rd_imm_o,
    output logic        alu_src_o,
    output rv_pkg::alu_operations_e alu_ctrl_o,
    output logic        rd_we_o,
    output logic [31:0] branch_target_o,
    output logic        branch_o,
    output logic [ 1:0] alu_dst_o,
    output logic        data_we_o
);
    import rv_pkg::*;
    assign rd_imm_o = { instr_i[31:12],  
                        12'b0 };         
    assign rs_imm_b_o = { {21{instr_i[31]}},  
                          instr_i[30:25], 
                          data_we_o ? rd_addr_o : rs_addr_b_o };   
    assign branch_target_o = { {20{instr_i[31]}}, 
                                instr_i[7], instr_i[30:25], 
                                instr_i[11:8], 1'b0};
    assign rs_addr_a_o = instr_i[19:15];
    assign rs_addr_b_o = instr_i[24:20];
    assign rd_addr_o   = instr_i[11:7];
    logic [1:0] alu_op;
    logic [3:0] alu_ctrl_d;  
    assign alu_ctrl_d = {instr_i[30], instr_i[14:12]};
    logic [5:0] alu_case;
    assign alu_case = {alu_op, alu_ctrl_d};
    rv_ctrl u_rv_ctrl(
        .opcode_i ( instr_i[6:0] ),
        .alu_op_o (  alu_op      ),
        .branch_o ( branch_o     ),
        .alu_src_o ( alu_src_o   ),
        .rd_we_o  ( rd_we_o      ),
        .alu_dst_o ( alu_dst_o   ),
        .data_we_o ( data_we_o   )
    );
    always @(*) begin
        unique casex (alu_case)
            6'b00????: alu_ctrl_o = OP_ADD;
            6'b?1????: alu_ctrl_o = OP_SUB;
            6'b1?0000: alu_ctrl_o = OP_ADD;
            6'b1??000: begin
                if (instr_i[5]) begin
                    alu_ctrl_o = OP_SUB;
                end else begin
                    alu_ctrl_o = OP_ADD;
                end           
            end
            6'b1?0111: alu_ctrl_o = OP_AND;
            6'b1?0110: alu_ctrl_o = OP_OR;
            default:   alu_ctrl_o = OP_NOP;
        endcase
    end
endmodule
module rv_top (
    input               clk_i,
    input               rst_ni,
    output logic [31:0] addr_o,
    input        [31:0] instr_i,
    input        [31:0] data_i,
    output logic        data_we_o,
    output logic [31:0] data_o,
    output logic [31:0] data_addr_o
);
    import rv_pkg::*;
    alu_operations_e alu_ctrl;
    logic        alu_zero;
    logic [ 4:0] rs_addr_a;
    logic [31:0] rs_data_a;
    logic [ 4:0] rs_addr_b;
    logic [31:0] rs_data_b;
    logic [ 4:0] rd_addr;
    logic [31:0] rd_data;
    logic        rd_we;
    logic        operand_b_sel;
    logic [31:0] operand_b;
    logic [31:0] rs_imm_b;
    logic [31:0] rd_imm;
    assign operand_b = operand_b_sel ? rs_imm_b : rs_data_b;
    assign data_o = rs_data_b;
    logic [ 1:0] alu_dst;
    logic [31:0] alu_result;
    assign rd_data = alu_dst[1] ? rd_imm : 
                     alu_dst[0] ? data_i : 
                                  alu_result;
    assign data_addr_o = alu_result;
    logic [31:0] next_addr;
    logic        branch_instr;
    logic [31:0] branch_target;
    logic        test_next_addr;
    assign test_next_addr = branch_instr & alu_zero;
    assign next_addr = test_next_addr ? (addr_o + branch_target) : (addr_o + 'h4);
    counter u_counter(
        .clk_i       (     clk_i ),
        .rst_ni      (    rst_ni ),
        .next_addr_i ( next_addr ),
        .addr_o      (    addr_o )
    );
    rv_decoder u_decoder(
        .instr_i     (       instr_i ),
        .rs_addr_a_o (     rs_addr_a ),
        .rs_addr_b_o (     rs_addr_b ),
        .rd_addr_o   (       rd_addr ),
        .rs_imm_b_o  (      rs_imm_b ),
        .rd_imm_o    (        rd_imm ),
        .alu_src_o   ( operand_b_sel ),
        .alu_ctrl_o  (      alu_ctrl ),
        .rd_we_o     (         rd_we ),
        .branch_target_o ( branch_target ),
        .branch_o    (  branch_instr ),
        .alu_dst_o   (       alu_dst ),
        .data_we_o   (     data_we_o )
    );
    rv_alu u_alu (
        .alu_ctrl_i  (   alu_ctrl ),
        .operand_a_i (  rs_data_a ),
        .operand_b_i (  operand_b ),
        .result_o    ( alu_result ),
        .zero_o      (   alu_zero )
    );
    regfile u_regfile(
        .clk_i       (     clk_i ),
        .rst_ni      (    rst_ni ),
        .rs_addr_a_i ( rs_addr_a ),
        .rs_data_a_o ( rs_data_a ),
        .rs_addr_b_i ( rs_addr_b ),
        .rs_data_b_o ( rs_data_b ),
        .rd_addr_i   (   rd_addr ),
        .rd_data_i   (   rd_data ),
        .rd_we_i     (     rd_we )
    );
endmodule
```

## design/flow/run.sh

```bash
#!/bin/bash
# OpenROAD 26Q1-2900-gdf79404cd8, Yosys 0.63+post, stock flow scripts
make -C /OpenROAD-flow-scripts/flow DESIGN_CONFIG=/design/flow/config.mk WORK_HOME=/design/flow/orfs finish
```

## design/flow/config.mk

```make
export PLATFORM = sky130hd
export DESIGN_NAME = rv_top
export DESIGN_NICKNAME = rv_top
export VERILOG_FILES = /design/flow/design.v
export SDC_FILE = /design/flow/constraint.sdc
export NUM_CORES = 4
export LEC_CHECK = 1
export CORE_UTILIZATION = 30
export SYNTH_HDL_FRONTEND = slang
```

## design/flow/constraint.sdc

```tcl
current_design rv_top

set clk_period 27.7
set clk_io_pct 0.2

create_clock -name clk0 -period $clk_period [get_ports {clk_i}]

set non_clock_inputs [all_inputs -no_clocks]
set_input_delay [expr $clk_period * $clk_io_pct] -clock clk0 $non_clock_inputs
set_output_delay [expr $clk_period * $clk_io_pct] -clock clk0 [all_outputs]
```

==> results.toml <==
# synthesis and place-and-route metrics
[critical_path]
cp_max_fo = 38
endpoint_kind = "output pin"
arrival_ns = 13.12
cp.required_ns = 22.16
critPathLaunchType = "primary input"
crit_type = "in2out"

[clock_network]
root_buffer = "clkbuf_16"
htreeDepth = 3
hold_buffers = 0
clockBufferDepth = 3
clkSlewWorstSetupHoldPaths_ns = 0.06
post_cts_resized = 0
cts_setup_buffers = 0
numCtsBuffers = 105
cts_tree = "done"
worstSkewPairLatency_ns = 0.77
cts.sink_count = 1023

[global_route]
globalRoute.totalOverflow = 0
grt_pass1_vias = 47900
grt_start_max_net_pins = 110
track_usage = 0.208
antenna_found_initial = 2
grt_pass1_wl_mm = 302

[timing]
min_period_over_period = 0.673
relSlewSlack = 0.275
slew_viol_final = 0
hold_viol = 0
tightest_slew_ns = 1.06
timing.final.crit_period_ns = 18.66
rsz0062_at_grt = "no"
finalSetupViolCount = 0
setup_tns_ns = 0
skew_ns = 0.0653
fmax_mhz = 53.6

[power_and_ir_drop]
ir_worst_vdd_mv = 0.0509
clkPwrFrac = 0.451
power_frac_seq = 0.441
combPwrFrac = 0.107
swShare = 0.266
power.switching_uw = 896
power.density_mw_per_mm2 = 50.8
leakagePower_nw = 23.7
p_int_mw = 2.47

[synthesis]
synthCells = 6168
top_cell = "nor2_1"
ys_warn_count = 0
yosys_area_mm2 = 0.0586
common_cells = "1123 x nor2_1, 1023 x dfxtp_1, 576 x mux4_2"
synth-seq-cells = 1023
synth.largest_area_cell = "dfxtp_1"
top_cell_area_share = 0.350
ff_type = "dfxtp_1"
yosys-top-cells-area = "dfxtp_1 35%, mux4_2 22%, nor2_1 7.2%"
synth.avg_cell_area_um2 = 9.49
synth_area_mm2 = 0.0586
synthArstFlopShare = 0
synth_cell_types = 99
edf_count = 0
ys_cells = 6168
ys_seq_share = 0.350

[finish]
syn2layout_area_growth_pct = 13.1
layout-drive-gt1-share = 0.186
fin_cells = 8586
design_area_mm2 = 0.0662

[floorplanning]
die-area_mm2 = 0.197
die_h_um = 444
io_pins = 163
fp.coreArea_mm2 = 0.193
die_w_um = 444
initCoreUtil = 0.303
core.rowCount = 161

[job]
warnings = 95
maxCapViolations = 0

[route]
highest_layer = "met5"
wl_met3_mm = 23.8
diodes = 0
wl_per_cell_um = 23.3
drc = 0
viasPerCell = 5.61
drt-pass1-iter-count = 5
drt_iter0_markers = 3457
wl_mm = 200
ant_nets = 0
vias = 48100
route.met2.wl_mm = 91.4
met1_length_mm = 78.7

[placed_design]
dpl_cell_area_mm2 = 0.0626
dp_cells = 8396
io_buffers = 158
gp_congestion = 0.949
dp_hpwl_mm = 123

[worst_hold_path]
hold_class = "reg2reg"

[status]
outcome = "completed"
==> through the flow <==
step / setup slack, ns / power (mW) / hold slack, ns / util
2_1_floorplan: 11.70 / 1.74 / 0.442 / -
3_3_place_gp: 8.98 / 1.87 / 0.451 / 0.324
3_5_place_dp: 9.02 / 1.87 / 0.457 / 0.324
4_1_cts: 8.98 / 3.38 / 0.469 / 0.343
5_1_grt: 8.54 / 3.46 / 0.483 / 0.343
6_report: 9.04 / 3.36 / 0.469 / 0.343
==> power groups by stage <==
stage	sequential (mW)	combinational, mW	clock (mW)
4_1_cts	1.48	0.358	1.54
5_1_grt	1.48	0.384	1.60
6_report	1.48	0.361	1.52
==> final timing paths <==
path                             from                        to  slack, ns  depth (start not counted)
max                       instr_i[15]           data_addr_o[27]       9.04                         19
min          u_regfile.reg_array[614]  u_regfile.reg_array[614]       0.47                          2
max reg2reg  u_regfile.reg_array[751]      u_counter.addr_o[28]      20.53                         19
min reg2reg  u_regfile.reg_array[614]  u_regfile.reg_array[614]       0.47                          2
==> flip-flops by register name, summed over array words and instances, names as in the netlist <==
name / cells
u_counter.addr_o: 31
u_regfile.reg_array: 992
==> critical path, cell delays in order <==
cell and delay [ns]:
buf_8 0.33, buf_4 0.64, buf_4 0.73, buf_4 0.63
mux4_2 0.59, mux4_2 0.46, mux2_2 0.35, ha_1 0.63
inv_1 0.15, a311oi_1 0.55, o311a_1 0.27, o21a_1 0.28
o31ai_4 0.16, a21o_1 0.23, a221oi_1 0.36, a311oi_1 0.08
a311oi_1 0.48, inv_1 0.12, clkdlybuf4s50_1 0.42
==> cell families after synthesis <==
logic type | after synthesis | share of synthesized area
xor+xnor | 59 | 0.00882
other cells | 1 | 0.0000640
simple gates | 1800 | 0.127
mux | 715 | 0.247
fa+ha+maj | 130 | 0.0282
flops | 1023 | 0.350
compound gates | 1646 | 0.187
buf+inv | 794 | 0.0522
==> cell type report <==
| class | instances | area [µm²] |
|---|---|---|
| multi-input combinational | 4351 | 35400 |
| clock inverter | 50 | 727 |
| inverter | 160 | 608 |
| clock buffer | 140 | 2940 |
| sequential | 1023 | 20500 |
| timing repair buffer | 336 | 2930 |
| tap | 2526 | 3160 |
| fill | 18900 | 127000 |
==> placed cells by master, fill, tap and decap left out, types with 41 or more instances in the layout <==
master / count
and2_1: 41
nor2_1: 1099
o21ai_0: 209
inv_1: 156
clkbuf_16: 106
a21oi_1: 549
mux2_2: 82
a211oi_1: 462
o211a_1: 73
clkdlybuf4s50_1: 146
nand2_1: 419
buf_4: 179
mux4_2: 576
mux2i_1: 57
a22o_1: 65
ha_1: 127
dfxtp_1: 1023
==> routing by layer <==
layer / vias up / track usage
met5: - / 0.00147
met4: 4 / 0.0570
met3: 306 / 0.0993
met2: 2078 / 0.321
met1: 23500 / 0.264
li1: 22300 / -
Power is estimated from default activity; no workload was simulated.
